==> design/flow/design.v <==
`timescale 1ns / 1ps
module asym_ram_sdp_read_wider (
    clkA,
    clkB,
    enaA,
    weA,
    enaB,
    addrA,
    addrB,
    diA,
    doB
);
  parameter WIDTHA = 4;
  parameter SIZEA = 1024;
  parameter ADDRWIDTHA = 10;
  parameter WIDTHB = 16;
  parameter SIZEB = 256;
  parameter ADDRWIDTHB = 8;
  input clkA;
  input clkB;
  input weA;
  input enaA, enaB;
  input [ADDRWIDTHA-1:0] addrA;
  input [ADDRWIDTHB-1:0] addrB;
  input [WIDTHA-1:0] diA;
  output [WIDTHB-1:0] doB;
  localparam maxSIZE = ((SIZEA) > (SIZEB) ? (SIZEA) : (SIZEB));
  localparam maxWIDTH = ((WIDTHA) > (WIDTHB) ? (WIDTHA) : (WIDTHB));
  localparam minWIDTH = ((WIDTHA) < (WIDTHB) ? (WIDTHA) : (WIDTHB));
  localparam RATIO = maxWIDTH / minWIDTH;
  localparam log2RATIO = $clog2(RATIO);
  reg [minWIDTH-1:0] RAM[0:maxSIZE-1];
  reg [WIDTHB-1:0] readB;
  always @(posedge clkA) begin
    if (enaA) begin
      if (weA) RAM[addrA] <= diA;
    end
  end
  always @(posedge clkB) begin : ramread
    integer i;
    reg [log2RATIO-1:0] lsbaddr;
    if (enaB) begin
      for (i = 0; i < RATIO; i = i + 1) begin
        lsbaddr = log2RATIO'(i);
        readB[(i+1)*minWIDTH-1-:minWIDTH] <= RAM[{addrB, lsbaddr}];
      end
    end
  end
  assign doB = readB;
endmodule
==> design/flow/run.sh <==
#!/bin/bash
# OpenROAD 26Q1-2900-gdf79404cd8, Yosys 0.63+post, stock flow scripts
make -C /OpenROAD-flow-scripts/flow DESIGN_CONFIG=/design/flow/config.mk WORK_HOME=/design/flow/orfs finish
==> design/flow/config.mk <==
export PLATFORM = sky130hd
export DESIGN_NAME = asym_ram_sdp_read_wider
export DESIGN_NICKNAME = asym_ram_sdp_read_wider
export VERILOG_FILES = /design/flow/design.v
export SDC_FILE = /design/flow/constraint.sdc
export NUM_CORES = 4
export LEC_CHECK = 1
export CORE_UTILIZATION = 50
==> design/flow/constraint.sdc <==
current_design asym_ram_sdp_read_wider

set clk_period 4.3
set clk_io_pct 0.2

create_clock -name clk0 -period $clk_period [get_ports {clkA}]
create_clock -name clk1 -period $clk_period [get_ports {clkB}]

set non_clock_inputs [all_inputs -no_clocks]
set_input_delay [expr $clk_period * $clk_io_pct] -clock clk0 $non_clock_inputs
set_output_delay [expr $clk_period * $clk_io_pct] -clock clk0 [all_outputs]
==> out/metrics.cfg <==
[die]
die-area_um2=326900
die_h_um=571.7
fp.coreArea_um2=321900
fp_util_pct=50.41
rows=208
num_io_pins=43
die_w_um=571.7

[sta]
worst_pin_slew_ns=1.141
relSlewSlack_pct=23.36
timing.final.hold_violations=0
finalSetupTns_ns=0
rsz0062_at_grt=false
drv_slew=0
timing.final.ws_setup_ns=0.4611
setup_violations=0

[clocking]
cts_tree=done
numClockSinks=4112
hold_buffers=0
cts.reportedPaths.clkPinSlew_ns=0.09
ctsResizeCount=0
cts_setup_buffers=0

[placed_design]
place_hpwl_mm=247.2
dp_worst_setup_slack_ns=0.01250
dpl-instance-area_um2=169500
io_buffers=41
gp_congestion=0.8859

[critical_path]
rrSetupSlack_ns=0.81
end_kind=flop
cp_max_fo=70
crit_path_max_incr_delay_ns=0.46
critPathLaunchType=primary input
cpMostUsedCell=buf_12
cp.arrival_ns=3.97
critical_path_class=in -> reg
cp.required_ns=4.43
path_cells=buf_16 > buf_12 > buf_12 > buf_12 > mux2i_1 > o221ai_1 > o22ai_1 > a21oi_1 > nand4_1 > nor4_1
slowest_stage=a21oi_1

[pwr]
cellPowerDensity_nw_per_um2=459.0
ir_drop_mv=0.3578
power_uw=83980
leakage_uw=0.05717

[cells_and_area]
combGateArea_um2=35880
final_area_um2=183000
layout-drive-gt1-share_pct=21.57
regArea_um2=123500
areaGrowthSynthToFinish_pct=12.74
final.fill_count=23160

[synth]
postSynth.asyncResetShare_pct=0
postSynthAreaPerCell_um2=19.46
yosys_area_um2=162300
topCellsByArea=edfxtp_1 76%, mux4_2 11%, mux2i_1 3.7%
edf_count=4112
synth_area_um2=162300
ff_type=edfxtp_1
ys_types=46
ys_seq_elements=4112
yosys.area.top_type=edfxtp_1
netlist_instances=8341
ys_cells=8341
most_common_cell=edfxtp_1
ys_warn_count=1
seq_area_frac_synth_pct=76.09
top_area_share_pct=76.09
top_cells_by_count=4112 x edfxtp_1, 1087 x nor2_1, 770 x mux4_2

[global_route]
grt_pass1_vias=89830
met3_usage_pct=19.46
globalRouteMet1Util_pct=37.87
grt_overflow_total=0
grt_use_total_pct=28.05
antenna_found_initial=6
grt_max_degree=136
grt_pass1_wl_mm=588.5
use_met2_pct=39.99
top_usage_layer=met2

[min_path]
hp-class=in -> reg

[route]
drt-initial-drc-count=5608
vias=80840
drt_first_pass_iters=6
drcViolationCount=0
routed_wl_mm=398.5
postRouteAntennaNets=0
wire_per_inst_um=30.12
viasPerCell=6.110

[run]
max_cap_violations=0
warnings=60

[run_status]
status=completed

-- path summary, 6_finish.rpt --
check / start / end / cells after the start
max reg2reg: RAM[95][0] / doB[12] / 5
max: addrB[0] / doB[5] / 10
max in group clk0: addrA[4] / RAM[253][1] / 6
min: diA[0] / RAM[189][0] / 1
min in group clk1: addrB[2] / doB[3] / 6
min reg2reg: RAM[833][2] / doB[6] / 6
-- final cells by class --
type,instances,share of cell area (%)
Clock buffer,507,5.946
Tap cell,4305,2.944
Timing Repair Buffer,428,2.576
Multi-Input combinational cell,3624,19.61
Sequential cell,4112,67.49
Antenna cell,2,0.002735
Clock inverter,250,1.416
Inverter,3,0.01299
-- worst max-delay path: cells and delay by family --
kind            cells  cell delay (ns)
compound gates      3             0.98
buf+inv             4             1.24
mux                 1             0.19
simple gates        2             0.53
-- registers in the layout, summed over array words and instances, names as in the netlist --
register  count
doB          16
RAM        4096
-- cells by family (layout without fill, tap and decap cells) --
kind of cell	Yosys count	in the layout	share of synthesized area [%]
other cells	0	2	0
simple gates	1359	1359	3.369
mux	1472	1472	15.09
flops	4112	4112	76.09
compound gates	793	793	3.536
buf+inv	605	1188	1.917
-- where the power goes --
| group | total [µW] | internal (µW) | switching (µW) |
|---|---|---|---|
| clock | 35800 | 20900 | 14900 |
| combinational | 4000 | 1490 | 2510 |
| sequential | 44200 | 44100 | 43.0 |
| total | 84000 | 66500 | 17500 |
-- per-stage QoR --
step	hold WS (ns)	util, %	std cells
floorplan	0.9589	-	8341
global placement	1.106	52.65	12470
detailed placement	1.085	52.65	12470
CTS	0.2921	56.83	13230
global route	0.3492	56.83	13230
finish	0.3681	56.83	13230
-- cells in the final DEF, fill, tap and decap left out, types with 7 or more instances in the layout --
cell type        count
a21oi_1            173
a221oi_1            33
a22o_1              32
a22oi_1             35
buf_12             108
buf_4              280
bufinv_16           49
clkbuf_1            85
clkbuf_16          422
clkdlybuf4s50_1     32
clkinv_1            84
clkinv_2            82
clkinvlp_4          11
edfxtp_1          4112
inv_6               11
mux2_2              98
mux2i_1            604
mux4_2             770
nand2_1             57
nand2_2             48
nand2b_1             9
nand3_1              7
nand4_1             15
nor2_1            1084
nor3_1              74
nor4_1              23
o21ai_0             32
o221ai_1           277
o221ai_2             7
o22ai_1            166
o31ai_1             16
o32ai_1             15
-- metal layers --
metal,routed length [µm],share of wire (%)
met3,63980,16
met2,187600,47
met5,495,0.12
met1,132800,33
met4,13710,3.4
Power and IR drop assume default switching activity.
